==> design.v <==
module CLA_block(
    output[7:0] sum, 
    output G, 
    output P,
    input[7:0] A,
    input[7:0] B,
    input Cin
);
    wire c0, c1, c2, c3, c4, c5, c6, c7;
    wire G, P;
    assign c0 = Cin;
    carry_creator_CLA carrys(c1, c2, c3, c4, c5, c6, c7, P, G, A, B, c0);
    two_bit_add add0(sum[0], A[0], B[0], c0);  
    two_bit_add add1(sum[1], A[1], B[1], c1);
    two_bit_add add2(sum[2], A[2], B[2], c2);
    two_bit_add add3(sum[3], A[3], B[3], c3);
    two_bit_add add4(sum[4], A[4], B[4], c4);
    two_bit_add add5(sum[5], A[5], B[5], c5);
    two_bit_add add6(sum[6], A[6], B[6], c6);
    two_bit_add add7(sum[7], A[7], B[7], c7);
endmodule
module adder(
    output[31:0] sum,
    output overflow,
    input[31:0] A,
    input[31:0] B,
    input Cin
);
    wire c8, c16, c24, c32;
    wire G0, P0, G1, P1, G2, P2, G3, P3;
    carry_creator_adder carry_creator(c8, c16, c24, c32, Cin, G0, P0, G1, P1, G2, P2, G3, P3);
    CLA_block block_one(sum[7:0], G0, P0, A[7:0], B[7:0], Cin);
    CLA_block block_two(sum[15:8], G1, P1, A[15:8], B[15:8], c8);
    CLA_block block_three(sum[23:16], G2, P2, A[23:16], B[23:16], c16);
    CLA_block block_four(sum[31:24], G3, P3, A[31:24], B[31:24], c24);
    wire matchSign, differ, bothZero, bothOne;
    nor bothZero_nor(bothZero, A[31], B[31]);
    and bothOne_and(bothOne, A[31], B[31]);
    or matchSign_or(matchSign, bothOne, bothZero);
    my_xor differ_xor(differ, A[31], sum[31]);
    and overflow_and(overflow, differ, matchSign);
endmodule
module bitwise_invert(output[31:0] res, input[31:0] A);
    invert invert0(res[0], A[0]);
    invert invert1(res[1], A[1]);
    invert invert2(res[2], A[2]);
    invert invert3(res[3], A[3]);
    invert invert4(res[4], A[4]);
    invert invert5(res[5], A[5]);
    invert invert6(res[6], A[6]);
    invert invert7(res[7], A[7]);
    invert invert8(res[8], A[8]);
    invert invert9(res[9], A[9]);
    invert invert10(res[10], A[10]);
    invert invert11(res[11], A[11]);
    invert invert12(res[12], A[12]);
    invert invert13(res[13], A[13]);
    invert invert14(res[14], A[14]);
    invert invert15(res[15], A[15]);
    invert invert16(res[16], A[16]);
    invert invert17(res[17], A[17]);
    invert invert18(res[18], A[18]);
    invert invert19(res[19], A[19]);
    invert invert20(res[20], A[20]);
    invert invert21(res[21], A[21]);
    invert invert22(res[22], A[22]);
    invert invert23(res[23], A[23]);
    invert invert24(res[24], A[24]);
    invert invert25(res[25], A[25]);
    invert invert26(res[26], A[26]);
    invert invert27(res[27], A[27]);
    invert invert28(res[28], A[28]);
    invert invert29(res[29], A[29]);
    invert invert30(res[30], A[30]);
    invert invert31(res[31], A[31]);
endmodule
module carry_creator_CLA(
    output c1,
    output c2,
    output c3,
    output c4,
    output c5,
    output c6,
    output c7,
    output P,
    output G,
    input[7:0] A,
    input[7:0] B,
    input c0
);
    wire g0, p0, g1, p1, g2, p2, g3, p3, g4, p4, g5, p5, g6, p6, g7, p7;
    and g0_and(g0, A[0], B[0]);
    and g1_and(g1, A[1], B[1]);
    and g2_and(g2, A[2], B[2]);
    and g3_and(g3, A[3], B[3]);
    and g4_and(g4, A[4], B[4]);
    and g5_and(g5, A[5], B[5]);
    and g6_and(g6, A[6], B[6]);
    and g7_and(g7, A[7], B[7]);
    or p0_or(p0, A[0], B[0]);
    or p1_or(p1, A[1], B[1]);
    or p2_or(p2, A[2], B[2]);
    or p3_or(p3, A[3], B[3]);
    or p4_or(p4, A[4], B[4]);
    or p5_or(p5, A[5], B[5]);
    or p6_or(p6, A[6], B[6]);
    or p7_or(p7, A[7], B[7]);
    wire p0c0;
    and p0c0_and(p0c0, p0, c0);
    or or_c1(c1, g0, p0c0);
    wire p1g0, p0p1c0;
    and p1g0_and(p1g0, p1, g0);
    and p0p1c0_and(p0p1c0, p0, p1, c0);
    or or_c2(c2, g1, p1g0, p0p1c0);
    wire p2g1, p1p2g0, p0p1p2c0;
    and p2g1_and(p2g1, p2, g1);
    and plp2g0_and(p1p2g0, p1, p2, g0);
    and p0p1p2c0_and(p0p1p2c0, p0, p1, p2, c0);
    or or_c3(c3, g2, p2g1, p1p2g0, p0p1p2c0);
    wire p3g2, p2p3g1, p1p2p3g0, p0p1p2p3c0;
    and p3g2_and(p3g2, p3, g2);
    and p2p3g1_and(p2p3g1, p2, p3, g1);
    and p1p2p3g0_and(p1p2p3g0, p1, p2, p3, g0);
    and p0p1p2p3c0_and(p0p1p2p3c0, p0, p1, p2, p3, c0);
    or or_c4(c4, g3, p3g2, p2p3g1, p1p2p3g0, p0p1p2p3c0);
    wire p4g3, p3p4g2, p2p3p4g1, p1p2p3p4g0, p0p1p2p3p4c0;
    and p4g3_and(p4g3, p4, g3);
    and p3p4g2_and(p3p4g2, p3, p4, g2);
    and p2p3p4g1_and(p2p3p4g1, p2, p3, p4, g1);
    and p1p2p3p4g0_and(p1p2p3p4g0, p1, p2, p3, p4, g0);
    and p0p1p2p3p4c0_and(p0p1p2p3p4c0, p0, p1, p2, p3, p4, c0);
    or or_c5(c5, g4, p4g3, p3p4g2, p2p3p4g1, p1p2p3p4g0, p0p1p2p3p4c0);
    wire p5g4, p4p5g3, p3p4p5g2, p2p3p4p5g1, p1p2p3p4p5g0, p0p1p2p3p4p5c0;
    and p5g4_and(p5g4, p5, g4);
    and p4p5g3_and(p4p5g3, p4, p5, g3);
    and p3p4p5g2_and(p3p4p5g2, p3, p4, p5, g2);
    and p2p3p4p5g1_and(p2p3p4p5g1, p2, p3, p4, p5, g1);
    and p1p2p3p4p5g0_and(p1p2p3p4p5g0, p1, p2, p3, p4, p5, g0);
    and p0p1p2p3p4p5c0_and(p0p1p2p3p4p5c0, p0, p1, p2, p3, p4, p5, c0);
    or or_c6(c6, g5, p5g4, p4p5g3, p3p4p5g2, p2p3p4p5g1, p1p2p3p4p5g0, p0p1p2p3p4p5c0);
    wire p6g5, p5p6g4, p4p5p6g3, p3p4p5p6g2, p2p3p4p5p6g1, p1p2p3p4p5p6g0, p0p1p2p3p4p5p6c0;
    and p6g5_and(p6g5, p6, g5);
    and p5p6g4_and(p5p6g4, p5, p6, g4);
    and p4p5p6g3_and(p4p5p6g3, p4, p5, p6, g3);
    and p3p4p5p6g2_and(p3p4p5p6g2, p3, p4, p5, p6, g2);
    and p2p3p4p5p6g1_and(p2p3p4p5p6g1, p2, p3, p4, p5, p6, g1);
    and p1p2p3p4p5p6g0_and(p1p2p3p4p5p6g0, p1, p2, p3, p4, p5, p6, g0);
    and p0p1p2p3p4p5p6c0_and(p0p1p2p3p4p5p6c0, p0, p1, p2, p3, p4, p5, p6, c0);
    or or_c7(c7, g6, p6g5, p5p6g4, p4p5p6g3, p3p4p5p6g2, p2p3p4p5p6g1, p1p2p3p4p5p6g0, p0p1p2p3p4p5p6c0);
    wire p7g6, p6p7g5, p5p6p7g4, p4p5p6p7g3, p3p4p5p6p7g2, p2p3p4p5p6p7g1, p1p2p3p4p5p6p7g0;
    and p7g6_and(p7g6, p7, g6);
    and p6p7g5_and(p6p7g5, p6, p7, g5);
    and p5p6p7g4_and(p5p6p7g4, p5, p6, p7, g4);
    and p4p5p6p7g3_and(p4p5p6p7g3, p4, p5, p6, p7, g3);
    and p3p4p5p6p7g2_and(p3p4p5p6p7g2, p3, p4, p5, p6, p7, g2);
    and p2p3p4p5p6p7g1_and(p2p3p4p5p6p7g1, p2, p3, p4, p5, p6, p7, g1);
    and p1p2p3p4p5p6p7g0_and(p1p2p3p4p5p6p7g0, p1, p2, p3, p4, p5, p6, p7, g0);
    or G_or(G, g7, p7g6, p6p7g5, p5p6p7g4, p4p5p6p7g3, p3p4p5p6p7g2, p2p3p4p5p6p7g1, p1p2p3p4p5p6p7g0);
    and P_and(P, p0, p1, p2, p3, p4, p5, p6, p7);
endmodule
module carry_creator_adder(
    output c8,
    output c16,
    output c24,
    output c32,
    input c0,
    input G0,
    input P0,
    input G1,
    input P1,
    input G2,
    input P2,
    input G3,
    input P3
);
    wire P0c0;
    and P0c0_and(P0c0, P0, c0);
    or c8_or(c8, G0, P0c0);
    wire P1G0, P0P1c0;
    and P1G0_and(P1G0, P1, G0);
    and P0P1c0_and(P0P1c0, P0, P1, c0);
    or c16_or(c16, G1, P1G0, P0P1c0);
    wire P2G1, P1P2G0, P0P1P2c0;
    and P2G1_and(P2G1, P2, G1);
    and P1P2G0_and(P1P2G0, P1, P2, G0);
    and P0P1P2c0_and(P0P1P2c0, P0, P1, P2, c0);
    or c24_or(c24, G2, P2G1, P1P2G0, P0P1P2c0);
    wire P3G2, P2P3G1, P1P2P3G0, P0P1P2P3c0;
    and P3G2_and(P3G2, P3, G2);
    and P2P3G1_and(P2P3G1, P2, P3, G1);
    and P1P2P3G0_and(P1P2P3G0, P1, P2, P3, G0);
    and P0P1P2P3c0_and(P0P1P2P3c0, P0, P1, P2, P3, c0);
    or c32_or(c32, P3G2, P2P3G1, P1P2P3G0, P0P1P2P3c0);
endmodule
module invert(output out, input a);
    wire one;
    assign one = 1;
    nand a_nand_one(out, one, a);
endmodule
module my_xor(output out, input A, input B);
    wire notA, notB, notA_AND_B, A_AND_notB;
    invert invertA(notA, A);
    invert invertB(notB, B);
    and notA_B(notA_AND_B, notA, B);
    and A_notB(A_AND_notB, A, notB);
    or orOut(out, A_AND_notB, notA_AND_B);
endmodule
module negative(
    output[31:0] out,
    input[31:0] in
);
    wire[31:0] in_inv;
    bitwise_invert inv(in_inv, in);
    adder add(.sum(out), .A(in_inv), .B(32'b0), .Cin(1'b1));
endmodule
module two_bit_add(
    output sum, 
    input A, 
    input B, 
    input Cin
);
    wire w1, w2, w3, w4, w5, w6, w7;
    nand nand_w1(w1, A, B);
    nand nand_w2(w2, A, w1);
    nand nand_w3(w3, w1, B);
    nand nand_w4(w4, w2, w3);
    nand nand_w5(w5, w4, Cin);
    nand nand_w6(w6, w5, Cin);
    nand nand_w7(w7, w4, w5);
    nand sum_res(sum, w6, w7);
endmodule
==> run.sh <==
#!/bin/bash
# OpenROAD 26Q1-2900-gdf79404cd8, Yosys 0.63+post, stock flow scripts
make -C /OpenROAD-flow-scripts/flow DESIGN_CONFIG=/design/flow/config.mk WORK_HOME=/design/flow/orfs finish
==> config.mk <==
export PLATFORM = sky130hd
export DESIGN_NAME = negative
export DESIGN_NICKNAME = negative
export VERILOG_FILES = /design/flow/design.v
export SDC_FILE = /design/flow/constraint.sdc
export NUM_CORES = 4
export LEC_CHECK = 1
export CORE_AREA = 10 10 76 76
export DIE_AREA = 0 0 86 86
==> constraint.sdc <==
current_design negative

set clk_period 9.5
set clk_io_pct 0.2

create_clock -name clk0 -period $clk_period

set non_clock_inputs [all_inputs -no_clocks]
set_input_delay [expr $clk_period * $clk_io_pct] -clock clk0 $non_clock_inputs
set_output_delay [expr $clk_period * $clk_io_pct] -clock clk0 [all_outputs]
==> CHANGELOG.md <==
### Changed

- Outcome: finished clean
- Post-CTS sizing: 0
- Pwr/cell area: 30.39 nW/µm²
- Routed wire length: 2288 µm
- Total GRT Usage: 5.849%
- First-pass iteration count of the detailed router: 4
- Yosys warning total: 0
- Final setup vio count: 0
- Layer with the highest usage: met2
- RSZ-0062 raised after global routing: false
- Initial antenna violation count: 0
- Synthesized netlist cell count: 109
- Dominant logic cell types in the final layout: clkdlybuf4s50_1, xnor2_1, inv_1
- Crit start category: input port
- Max-cap violations: 0
- Final Hold Fails: 0
- Vias: 763
- Pleak: 0.4934 nW
- Die W: 86 µm
- HPWL Detailed: 2121 µm
- CP max stage cell: or4b_4
- Area Growth Syn to Fin: 55.56%
- Seq share, synth: 0%
- Vias in the first global route: 800
- Vias per inst: 3.995
- FMAX: 139.7 MHz
- Flops: 0
- GR Util met3: 3.432%
- Chip height: 86 µm
- Final period utilization: 75.36%
- Port buffer count: 64
- Remaining global-route overflow: 0
- Crit path cell chain: clkdlybuf4s50_1, inv_1, ha_1, ha_1, ha_1, ha_1, ha_1, ha_1, ha_1, or4b_4, nor4b_4, and2_1, ha_1, xnor2_1, clkdlybuf4s50_1
- WS Path Type: in2out
- Critical path capture point type: primary output
- Minimum clock period: 7.159 ns
- Required time of the critical path: 7.60 ns
- Top cell excl fill/tap: clkdlybuf4s50_1
- Drt first-iter violations: 34
- Post-route antenna net violation count: 0
- Worst slew pin tran: 0.6113 ns
- Dpl cells: 191
- # IOs: 64
- Routability Congestion: 0.7898
- Tool warnings: 32
- # hold bufs at CTS: 0
- First-pass GRT wire length: 3677 µm
- Core Area: 4115 µm²
- Worst VDD drop: 0.00001203 V
- Worst path most repeated cell: ha_1
- Post-route DRC: 0
- Layout cells sized above 1: 4.255%
- Hold crit path type: in2out
- Diode count: 0
- Average cell area after synthesis: 7.645 µm²
- Largest net degree at the start of global routing: 8
- GR Util met2: 9.060%
- Post-CTS Setup Bufs: 0
- Yosys chip area: 833.3 µm²
- Die area: 7396 µm²
- Crit path DAT: 5.26 ns
- Setup TNS: 0 ns
- Final hold slack: 4.631 ns
- Post-synth cell types: 23
- Slowest stage delay, CP: 0.51 ns
- Slew margin rel.: 58.67%
- Synthesized area: 833.3 µm²
- Num rows: 23
- Yosys cell count: 109
- Core Util at FP: 20.25%
- GRT met1 Usage: 7.263%
- Layout Cells excl Fill: 191
- Crit path max fanout: 7
- Slew Limit Fails: 0
- # clk buffers: 0
- Register area: 0 µm²
- WL/cell: 11.98 µm
-- cells by family after synthesis --
| group | synth area share, % |
|---|---|
| simple gates | 29.28 |
| compound gates | 0.9012 |
| fa+ha+maj | 15.02 |
| xor+xnor | 21.02 |
| buf+inv | 33.78 |
-- synthesized netlist by cell type (all sizes together) --
master  number  share of area [%]
ha          10                 15
xor2         9                9.5
nand4b       2                2.1
nand3        3                1.8
nor2         9                4.1
nand2b       2                1.5
a21boi       1               0.90
nor4b        2                3.9
nor4         4                3.8
or4          3                3.6
or4b         1                1.7
nor3         3                2.4
nand4        1               0.75
or3          3                2.3
buf         32                 29
xnor2       11                 12
nor2b        1               0.75
and2         1               0.75
inv         11                5.0
-- critical path: cells and delay by family --
kind,cells,cell delay [ns]
fa+ha+maj,8,1.17
simple gates,3,1.14
buf+inv,3,0.95
xor+xnor,1,0.11
-- through the flow --
stage	worst slack (ns)	utilization (%)	area (µm²)	power, mW
detailed placement	2.309	31.50	1296	0.04000
finish	2.341	31.50	1296	0.03939
global route	2.065	31.50	1296	0.04405
global placement	2.353	31.50	1296	0.04038
CTS	2.307	31.50	1296	0.04041
floorplan	3.290	-	833.3	0.01673
-- per-layer routing --
layer  vias to the layer above  wire [µm]
met4                         0          0
met5                         -          0
met3                         0        345
li1                        397          -
met2                        41        921
met1                       325       1020
-- final timing paths --
check | startpoint | end | cells after the start
hold / removal | in[0] | out[0] | 2
setup / recovery | in[0] | out[25] | 15
-- where the power goes --
group / switching [mW] / total, mW / internal [mW]
registers: 0 / 0 / 0
clock network: 0 / 0 / 0
logic: 0.0106 / 0.0394 / 0.0288
-- area by class of cell --
cell class | count | area [µm²]
fillers | 447 | 2819
repair buffers | 64 | 640.6
multi-input cells | 66 | 551.8
well taps | 50 | 62.56
inverters | 11 | 41.29
Power figures rest on the tool's default switching activity, not on a simulated workload.
