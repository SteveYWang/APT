==> ./design.v <==
module CLA_block(
    output[7:0] sum, 
    output G, 
    output P,
    input[7:0] A,
    input[7:0] B,
    input Cin
);
    wire c0, c1, c2, c3, c4, c5, c6, c7;
    wire G, P;
    assign c0 = Cin;
    carry_creator_CLA carrys(c1, c2, c3, c4, c5, c6, c7, P, G, A, B, c0);
    two_bit_add add0(sum[0], A[0], B[0], c0);  
    two_bit_add add1(sum[1], A[1], B[1], c1);
    two_bit_add add2(sum[2], A[2], B[2], c2);
    two_bit_add add3(sum[3], A[3], B[3], c3);
    two_bit_add add4(sum[4], A[4], B[4], c4);
    two_bit_add add5(sum[5], A[5], B[5], c5);
    two_bit_add add6(sum[6], A[6], B[6], c6);
    two_bit_add add7(sum[7], A[7], B[7], c7);
endmodule
module adder(
    output[31:0] sum,
    output overflow,
    input[31:0] A,
    input[31:0] B,
    input Cin
);
    wire c8, c16, c24, c32;
    wire G0, P0, G1, P1, G2, P2, G3, P3;
    carry_creator_adder carry_creator(c8, c16, c24, c32, Cin, G0, P0, G1, P1, G2, P2, G3, P3);
    CLA_block block_one(sum[7:0], G0, P0, A[7:0], B[7:0], Cin);
    CLA_block block_two(sum[15:8], G1, P1, A[15:8], B[15:8], c8);
    CLA_block block_three(sum[23:16], G2, P2, A[23:16], B[23:16], c16);
    CLA_block block_four(sum[31:24], G3, P3, A[31:24], B[31:24], c24);
    wire matchSign, differ, bothZero, bothOne;
    nor bothZero_nor(bothZero, A[31], B[31]);
    and bothOne_and(bothOne, A[31], B[31]);
    or matchSign_or(matchSign, bothOne, bothZero);
    my_xor differ_xor(differ, A[31], sum[31]);
    and overflow_and(overflow, differ, matchSign);
endmodule
module bitwise_invert(output[31:0] res, input[31:0] A);
    invert invert0(res[0], A[0]);
    invert invert1(res[1], A[1]);
    invert invert2(res[2], A[2]);
    invert invert3(res[3], A[3]);
    invert invert4(res[4], A[4]);
    invert invert5(res[5], A[5]);
    invert invert6(res[6], A[6]);
    invert invert7(res[7], A[7]);
    invert invert8(res[8], A[8]);
    invert invert9(res[9], A[9]);
    invert invert10(res[10], A[10]);
    invert invert11(res[11], A[11]);
    invert invert12(res[12], A[12]);
    invert invert13(res[13], A[13]);
    invert invert14(res[14], A[14]);
    invert invert15(res[15], A[15]);
    invert invert16(res[16], A[16]);
    invert invert17(res[17], A[17]);
    invert invert18(res[18], A[18]);
    invert invert19(res[19], A[19]);
    invert invert20(res[20], A[20]);
    invert invert21(res[21], A[21]);
    invert invert22(res[22], A[22]);
    invert invert23(res[23], A[23]);
    invert invert24(res[24], A[24]);
    invert invert25(res[25], A[25]);
    invert invert26(res[26], A[26]);
    invert invert27(res[27], A[27]);
    invert invert28(res[28], A[28]);
    invert invert29(res[29], A[29]);
    invert invert30(res[30], A[30]);
    invert invert31(res[31], A[31]);
endmodule
module carry_creator_CLA(
    output c1,
    output c2,
    output c3,
    output c4,
    output c5,
    output c6,
    output c7,
    output P,
    output G,
    input[7:0] A,
    input[7:0] B,
    input c0
);
    wire g0, p0, g1, p1, g2, p2, g3, p3, g4, p4, g5, p5, g6, p6, g7, p7;
    and g0_and(g0, A[0], B[0]);
    and g1_and(g1, A[1], B[1]);
    and g2_and(g2, A[2], B[2]);
    and g3_and(g3, A[3], B[3]);
    and g4_and(g4, A[4], B[4]);
    and g5_and(g5, A[5], B[5]);
    and g6_and(g6, A[6], B[6]);
    and g7_and(g7, A[7], B[7]);
    or p0_or(p0, A[0], B[0]);
    or p1_or(p1, A[1], B[1]);
    or p2_or(p2, A[2], B[2]);
    or p3_or(p3, A[3], B[3]);
    or p4_or(p4, A[4], B[4]);
    or p5_or(p5, A[5], B[5]);
    or p6_or(p6, A[6], B[6]);
    or p7_or(p7, A[7], B[7]);
    wire p0c0;
    and p0c0_and(p0c0, p0, c0);
    or or_c1(c1, g0, p0c0);
    wire p1g0, p0p1c0;
    and p1g0_and(p1g0, p1, g0);
    and p0p1c0_and(p0p1c0, p0, p1, c0);
    or or_c2(c2, g1, p1g0, p0p1c0);
    wire p2g1, p1p2g0, p0p1p2c0;
    and p2g1_and(p2g1, p2, g1);
    and plp2g0_and(p1p2g0, p1, p2, g0);
    and p0p1p2c0_and(p0p1p2c0, p0, p1, p2, c0);
    or or_c3(c3, g2, p2g1, p1p2g0, p0p1p2c0);
    wire p3g2, p2p3g1, p1p2p3g0, p0p1p2p3c0;
    and p3g2_and(p3g2, p3, g2);
    and p2p3g1_and(p2p3g1, p2, p3, g1);
    and p1p2p3g0_and(p1p2p3g0, p1, p2, p3, g0);
    and p0p1p2p3c0_and(p0p1p2p3c0, p0, p1, p2, p3, c0);
    or or_c4(c4, g3, p3g2, p2p3g1, p1p2p3g0, p0p1p2p3c0);
    wire p4g3, p3p4g2, p2p3p4g1, p1p2p3p4g0, p0p1p2p3p4c0;
    and p4g3_and(p4g3, p4, g3);
    and p3p4g2_and(p3p4g2, p3, p4, g2);
    and p2p3p4g1_and(p2p3p4g1, p2, p3, p4, g1);
    and p1p2p3p4g0_and(p1p2p3p4g0, p1, p2, p3, p4, g0);
    and p0p1p2p3p4c0_and(p0p1p2p3p4c0, p0, p1, p2, p3, p4, c0);
    or or_c5(c5, g4, p4g3, p3p4g2, p2p3p4g1, p1p2p3p4g0, p0p1p2p3p4c0);
    wire p5g4, p4p5g3, p3p4p5g2, p2p3p4p5g1, p1p2p3p4p5g0, p0p1p2p3p4p5c0;
    and p5g4_and(p5g4, p5, g4);
    and p4p5g3_and(p4p5g3, p4, p5, g3);
    and p3p4p5g2_and(p3p4p5g2, p3, p4, p5, g2);
    and p2p3p4p5g1_and(p2p3p4p5g1, p2, p3, p4, p5, g1);
    and p1p2p3p4p5g0_and(p1p2p3p4p5g0, p1, p2, p3, p4, p5, g0);
    and p0p1p2p3p4p5c0_and(p0p1p2p3p4p5c0, p0, p1, p2, p3, p4, p5, c0);
    or or_c6(c6, g5, p5g4, p4p5g3, p3p4p5g2, p2p3p4p5g1, p1p2p3p4p5g0, p0p1p2p3p4p5c0);
    wire p6g5, p5p6g4, p4p5p6g3, p3p4p5p6g2, p2p3p4p5p6g1, p1p2p3p4p5p6g0, p0p1p2p3p4p5p6c0;
    and p6g5_and(p6g5, p6, g5);
    and p5p6g4_and(p5p6g4, p5, p6, g4);
    and p4p5p6g3_and(p4p5p6g3, p4, p5, p6, g3);
    and p3p4p5p6g2_and(p3p4p5p6g2, p3, p4, p5, p6, g2);
    and p2p3p4p5p6g1_and(p2p3p4p5p6g1, p2, p3, p4, p5, p6, g1);
    and p1p2p3p4p5p6g0_and(p1p2p3p4p5p6g0, p1, p2, p3, p4, p5, p6, g0);
    and p0p1p2p3p4p5p6c0_and(p0p1p2p3p4p5p6c0, p0, p1, p2, p3, p4, p5, p6, c0);
    or or_c7(c7, g6, p6g5, p5p6g4, p4p5p6g3, p3p4p5p6g2, p2p3p4p5p6g1, p1p2p3p4p5p6g0, p0p1p2p3p4p5p6c0);
    wire p7g6, p6p7g5, p5p6p7g4, p4p5p6p7g3, p3p4p5p6p7g2, p2p3p4p5p6p7g1, p1p2p3p4p5p6p7g0;
    and p7g6_and(p7g6, p7, g6);
    and p6p7g5_and(p6p7g5, p6, p7, g5);
    and p5p6p7g4_and(p5p6p7g4, p5, p6, p7, g4);
    and p4p5p6p7g3_and(p4p5p6p7g3, p4, p5, p6, p7, g3);
    and p3p4p5p6p7g2_and(p3p4p5p6p7g2, p3, p4, p5, p6, p7, g2);
    and p2p3p4p5p6p7g1_and(p2p3p4p5p6p7g1, p2, p3, p4, p5, p6, p7, g1);
    and p1p2p3p4p5p6p7g0_and(p1p2p3p4p5p6p7g0, p1, p2, p3, p4, p5, p6, p7, g0);
    or G_or(G, g7, p7g6, p6p7g5, p5p6p7g4, p4p5p6p7g3, p3p4p5p6p7g2, p2p3p4p5p6p7g1, p1p2p3p4p5p6p7g0);
    and P_and(P, p0, p1, p2, p3, p4, p5, p6, p7);
endmodule
module carry_creator_adder(
    output c8,
    output c16,
    output c24,
    output c32,
    input c0,
    input G0,
    input P0,
    input G1,
    input P1,
    input G2,
    input P2,
    input G3,
    input P3
);
    wire P0c0;
    and P0c0_and(P0c0, P0, c0);
    or c8_or(c8, G0, P0c0);
    wire P1G0, P0P1c0;
    and P1G0_and(P1G0, P1, G0);
    and P0P1c0_and(P0P1c0, P0, P1, c0);
    or c16_or(c16, G1, P1G0, P0P1c0);
    wire P2G1, P1P2G0, P0P1P2c0;
    and P2G1_and(P2G1, P2, G1);
    and P1P2G0_and(P1P2G0, P1, P2, G0);
    and P0P1P2c0_and(P0P1P2c0, P0, P1, P2, c0);
    or c24_or(c24, G2, P2G1, P1P2G0, P0P1P2c0);
    wire P3G2, P2P3G1, P1P2P3G0, P0P1P2P3c0;
    and P3G2_and(P3G2, P3, G2);
    and P2P3G1_and(P2P3G1, P2, P3, G1);
    and P1P2P3G0_and(P1P2P3G0, P1, P2, P3, G0);
    and P0P1P2P3c0_and(P0P1P2P3c0, P0, P1, P2, P3, c0);
    or c32_or(c32, P3G2, P2P3G1, P1P2P3G0, P0P1P2P3c0);
endmodule
module findNextAQ(
    output[63:0] nextAQ,
    input[63:0] currAQ,
    input[31:0] divisor
);
    wire[63:0] currAQShift;
    assign currAQShift[63:1] = currAQ[62:0];
    assign currAQShift[0] = 1'b0;
    wire[63:0] currAQShiftSub;
    substract sub(.sub(currAQShiftSub[63:32]), .A(currAQShift[63:32]), .B(divisor));
    assign currAQShiftSub[31:0] = currAQShift[31:0];
    mux_2_onebit muxQ(.out(nextAQ[0]), .in0(1'b1), .in1(1'b0), .select(currAQShiftSub[63]));
    mux_2 muxA(.out(nextAQ[63:32]), .in0(currAQShiftSub[63:32]), .in1(currAQShift[63:32]), .select(currAQShiftSub[63]));
    assign nextAQ[31:1] = currAQShiftSub[31:1];
endmodule
module invert(output out, input a);
    wire one;
    assign one = 1;
    nand a_nand_one(out, one, a);
endmodule
module mux_2(
    output[31:0] out,
    input select,
    input [31:0] in0,
    input [31:0] in1 
);
    assign out = select ? in1 : in0;
endmodule
module mux_2_onebit(
    output out,
    input select,
    input in0,
    input in1 
);
    assign out = select ? in1 : in0;
endmodule
module my_xor(output out, input A, input B);
    wire notA, notB, notA_AND_B, A_AND_notB;
    invert invertA(notA, A);
    invert invertB(notB, B);
    and notA_B(notA_AND_B, notA, B);
    and A_notB(A_AND_notB, A, notB);
    or orOut(out, A_AND_notB, notA_AND_B);
endmodule
module substract(
    output[31:0] sub,
    output overflow,
    output isNotEqual,
    output isLessThan,
    input[31:0] A,
    input[31:0] B
);
    wire one, isLessThanNoOv, invertMSBsub, invertOv, Aneg_Bpos, invertMSBB;
    wire[31:0] B_inv;
    assign one = 1;
    bitwise_invert invert_B(B_inv, B);
    adder substract_res(.sum(sub), .overflow(overflow), .A(A), .B(B_inv), .Cin(one));
    invert invert_Ov(invertOv, overflow);
    invert invert_MSB(invertMSBsub, sub[31]);
    invert invert_MSBB(invertMSBB, B[31]);
    and and_Aneg_Bpos(Aneg_Bpos, A[31], invertMSBB);
    and isLessThanNoOv_and(isLessThanNoOv, sub[31], one, invertOv);
    or isLessThan_or(isLessThan, isLessThanNoOv, Aneg_Bpos);
    or isNotEqual_or(
        isNotEqual,
        sub[0],
        sub[1],
        sub[2],
        sub[3],
        sub[4],
        sub[5],
        sub[6],
        sub[7],
        sub[8],
        sub[9],
        sub[10],
        sub[11],
        sub[12],
        sub[13],
        sub[14],
        sub[15],
        sub[16],
        sub[17],
        sub[18],
        sub[19],
        sub[20],
        sub[21],
        sub[22],
        sub[23],
        sub[24],
        sub[25],
        sub[26],
        sub[27],
        sub[28],
        sub[29],
        sub[30],
        sub[31]
    );
 endmodule
module two_bit_add(
    output sum, 
    input A, 
    input B, 
    input Cin
);
    wire w1, w2, w3, w4, w5, w6, w7;
    nand nand_w1(w1, A, B);
    nand nand_w2(w2, A, w1);
    nand nand_w3(w3, w1, B);
    nand nand_w4(w4, w2, w3);
    nand nand_w5(w5, w4, Cin);
    nand nand_w6(w6, w5, Cin);
    nand nand_w7(w7, w4, w5);
    nand sum_res(sum, w6, w7);
endmodule
==> ./run.sh <==
#!/bin/bash
# OpenROAD 26Q1-2900-gdf79404cd8, Yosys 0.63+post, stock flow scripts
make -C /OpenROAD-flow-scripts/flow DESIGN_CONFIG=/design/flow/config.mk WORK_HOME=/design/flow/orfs finish
==> ./config.mk <==
export PLATFORM = sky130hd
export DESIGN_NAME = findNextAQ
export DESIGN_NICKNAME = findNextAQ
export VERILOG_FILES = /design/flow/design.v
export SDC_FILE = /design/flow/constraint.sdc
export NUM_CORES = 4
export LEC_CHECK = 1
export CORE_AREA = 10 10 105 105
export DIE_AREA = 0 0 115 115
==> ./constraint.sdc <==
current_design findNextAQ

set clk_period 21.4
set clk_io_pct 0.2

create_clock -name clk0 -period $clk_period

set non_clock_inputs [all_inputs -no_clocks]
set_input_delay [expr $clk_period * $clk_io_pct] -clock clk0 $non_clock_inputs
set_output_delay [expr $clk_period * $clk_io_pct] -clock clk0 [all_outputs]
==> flow_summary.json <==
{
  "synth-cells-yosys": 347,
  "ant_nets": 0,
  "synth.cell_area_sq_um": 2620,
  "sequential_share_of_power_pct": 0,
  "achievable-frequency_mhz": 77.5,
  "critical_path.max_fanout": 24,
  "sum_of_negative_setup_slack_ps": 0,
  "whs_endpoint": "nextAQ[10]",
  "post-dp-hpwl_um": 5740,
  "worst_hold_startpoint": "currAQ[9]",
  "tightestPinTransition_ps": 691,
  "dieHeight_um": 115,
  "hold_class": "primary input to primary output",
  "chip_area_sq_um": 13200,
  "gpl.final_weighted_congestion": 0.804,
  "finalCritPeriodShare_pct": 60.3,
  "cellInternalPower_uw": 62.1,
  "synth_area_per_cell_sq_um": 7.56,
  "ys_warn_count": 0,
  "port_buffers": 97,
  "powerDensity_nw_per_um2": 29.4,
  "setup.worst_path.end_class": "primary output",
  "storage_cell_area_sq_um": 0,
  "setup_viol_count_final": 0,
  "drc": 0,
  "leakage_uw": 0.00177,
  "worst_ep_required_time_ps": 17120,
  "place_ws_ps": 8400,
  "cts.repair.resized": 0,
  "worstPathArrival_ps": 8620,
  "cap_viol_max_count": 0,
  "clkbuf_count": 0,
  "number_of_placement_rows": 34,
  "route.final.wire_length_um": 6400,
  "status": "finished, final reports clean",
  "ys_types": 43,
  "diodes": 0,
  "drt-vias-per-instance": 4.41,
  "detailedRoute.firstPassIterationCount": 4,
  "floorplan.io_pins": 160,
  "fp-utilization_pct": 29.9,
  "filler_cell_count": 870,
  "first_global_vias": 2203,
  "min_period_ps": 12900,
  "rsz0062_at_grt": "false",
  "timing.final.ws_setup_ps": 8500,
  "post_cts_hold_buffer_count": 0,
  "power_frac_clock_pct": 0,
  "ir_worst_vdd_v": 0.0000119,
  "startpoint": "divisor[14]",
  "drt_iter0_markers": 39,
  "post_cts_buffers": 0,
  "startpoint_class": "primary input",
  "number_of_antenna_violations_at_the_first_check_in_global_routing": 0,
  "num_vias": 2287,
  "layout_top_cells_excl_fill_tap": "97 x clkdlybuf4s50_1, 78 x inv_1, 62 x ha_1",
  "power.share.switching_pct": 39.1,
  "wire_per_inst_um": 12.3,
  "critPathKind": "primary input to primary output",
  "wire_length_of_the_first_global_routing_pass_um": 10400,
  "timing.slew.headroom_pct": 53.9,
  "mostFrequentLayoutCell": "clkdlybuf4s50_1",
  "power_frac_comb_pct": 100.0,
  "post_synth_inst_count": 347,
  "largest_net_degree_at_the_start_of_global_routing": 25,
  "report.power.total_uw": 102,
  "min_delay_path_depth": 0,
  "final_layout_size_suffix_gt1_share_pct": 2.19,
  "p_sw_uw": 39.9,
  "gr-total-overflow": 0,
  "finalHoldViolCount": 0,
  "sequential_fraction_of_the_synthesis_area_pct": 0,
  "dieWidth_um": 115,
  "final-max-slew-violation-count": 0,
  "flop-count": 0,
  "grtUsageTotal_pct": 9.13,
  "fp.coreArea_sq_um": 8760,
  "area.growth.synth_to_final_pct": 32.3,
  "log.warning_count": 67,
  "yosys_area_sq_um": 2620
}
worst max-delay path by stage:
stage           endpoint
finish        nextAQ[49]
CTS           nextAQ[49]
global route  nextAQ[49]
layout make-up:
type	count	area (sq um)	share of cell area (%)
Inverter	78	293	8.44
Multi-Input combinational cell	234	2060	59.3
Tap cell	108	135	3.89
Timing Repair Buffer	99	986	28.4
metrics by stage:
step | std cells | cell area (sq um) | hold WS (ps) | utilization [%]
2_1_floorplan | 347 | 2620 | 8620 | -
3_3_place_gp | 519 | 3470 | 8560 | 39.6
3_5_place_dp | 519 | 3470 | 8560 | 39.6
4_1_cts | 519 | 3470 | 8560 | 39.6
5_1_grt | 519 | 3470 | 8560 | 39.6
6_report | 519 | 3470 | 8560 | 39.6
cells by family (layout without fill, tap and decap cells):
logic type,count (synthesis),after routing,synth area share (%)
buffers and inverters,113,177,21.6
adder cells (fa/ha/maj),65,65,31.9
XOR/XNOR,26,26,8.68
AND/OR/NAND/NOR,60,60,11.5
multiplexers,31,31,11.8
AND-OR/OR-AND,52,52,14.5
critical path, stage by stage:
cell	delay, ps
clkdlybuf4s50_1	480
inv_1	50
ha_1	200
or3_1	410
a211oi_2	200
a211oi_1	120
o31ai_2	410
nand2_1	200
a21o_1	270
a311oi_4	680
buf_4	530
mux2i_1	260
clkdlybuf4s50_1	510
routing by layer:
layer / GRT usage [%] / up-vias / routed length (um) / share of wire [%]
li1: - / 1242 / - / -
met1: 11.8 / 975 / 2860 / 45
met2: 15.5 / 68 / 2950 / 46
met3: 2.69 / 2 / 582 / 9.1
met4: 0.248 / 0 / 4 / 0.063
met5: 0 / - / 0 / 0
cell usage after synthesis (2+ instances only):
cell type	n	share of area, %
a211oi_1	6	1.7
a21oi_1	19	3.6
buf_4	32	9.2
buf_6	3	1.3
fa_1	3	2.3
ha_1	62	30
inv_1	78	11
mux2i_1	31	12
nand2_1	8	1.1
nand2b_1	4	0.95
nand3_1	2	0.38
nor2_1	19	2.7
nor2b_1	4	0.95
nor3_1	9	1.7
nor4_1	4	0.95
o211ai_1	3	0.86
o21ai_0	2	0.38
o21bai_1	5	1.4
o41ai_1	2	0.67
or2_2	2	0.48
or3_1	3	0.72
xnor2_1	7	2.3
xor2_1	19	6.3
power groups by stage:
stage     Clock (uW)  Combinational [uW]  Sequential (uW)
4_1_cts            0                 105                0
5_1_grt            0                 115                0
6_report           0                 102                0
Power figures rest on the tool's default switching activity, not on a simulated workload.
